==> flow/design.v <==
module lab5iram
(
  input         CLK,
  input         RESET,
  input  [ 7:0] ADDR,
  output [15:0] Q
);
  reg  [15:0] mem [0:127];  
  wire [ 6:0] SADDR;
  integer     i;
  assign SADDR = ADDR[7:1];
  assign Q     = mem[SADDR];
  always @ ( posedge CLK )
  begin
    if ( RESET ) begin
         mem[0]  <= 16'b1111010010010001;  
         mem[1]  <= 16'b1111001001001001;  
         mem[2]  <= 16'b0101010010111111;  
         mem[3]  <= 16'b0101010010111111;  
         mem[4]  <= 16'b0101010010111111;  
         mem[5]  <= 16'b0101010010111111;  
         mem[6]  <= 16'b0101010010000011;  
         mem[7]  <= 16'b0100010001000000;  
         mem[8]  <= 16'b0101001001000001;  
         mem[9]  <= 16'b0100010001000000;  
         mem[10] <= 16'b0101001001000001;  
         mem[11] <= 16'b0100010001000000;  
         mem[12] <= 16'b0101001001000001;  
         mem[13] <= 16'b0100010001000000;  
         mem[14] <= 16'b0101001001000001;  
         mem[15] <= 16'b0100010001000000;  
         mem[16] <= 16'b0101001001000001;  
         mem[17] <= 16'b0100010001000000;  
         for(i = 18; i < 128; i = i + 1)
            mem[i] <= 16'b0000000000000000;
      end
  end
endmodule
==> flow/run.sh <==
#!/bin/bash
# OpenROAD 26Q1-2900-gdf79404cd8, Yosys 0.63+post, stock flow scripts
make -C /OpenROAD-flow-scripts/flow DESIGN_CONFIG=/design/flow/config.mk WORK_HOME=/design/flow/orfs finish
==> flow/config.mk <==
export PLATFORM = sky130hd
export DESIGN_NAME = lab5iram
export DESIGN_NICKNAME = lab5iram
export VERILOG_FILES = /design/flow/design.v
export SDC_FILE = /design/flow/constraint.sdc
export NUM_CORES = 4
export LEC_CHECK = 1
export CORE_AREA = 10 10 70 70
export DIE_AREA = 0 0 80 80
==> flow/constraint.sdc <==
current_design lab5iram

set clk_period 1.6
set clk_io_pct 0.2

create_clock -name clk0 -period $clk_period [get_ports {CLK}]

set non_clock_inputs [all_inputs -no_clocks]
set_input_delay [expr $clk_period * $clk_io_pct] -clock clk0 $non_clock_inputs
set_output_delay [expr $clk_period * $clk_io_pct] -clock clk0 [all_outputs]
==> metrics.yaml <==
first_global_vias: 358
worstHoldPathCells: 4
place_ws_ns: -0.807
synthToLayoutAreaGrowth_pct: 128
postRouteAntennaNets: 0
cp-end-kind: "output pin"
grt_overflow: 0
comb_area_um2: 272
use_met3: 0.00795
die_height_um: 80
drt_wl_total_um: 1120
path_max_fanout: 4
gr-usage-met1: 0.0463
setup_viol: 7
total_power_w: 0.000112
hpwl_um: 851
busiest_layer: "met2"
start_kind: "input pin"
antennaDiodeCount: 0
initCoreUtil: 0.0758
fin_tns_setup_ns: -0.960
final_util: 0.173
p_leak_nw: 0.278
worst_path_most_repeated_cell: "buf_6"
antenna_found_initial: 0
ys_area_um2: 259
syn_inst: 42
hold_viol: 0
ys_seq_frac: 0
lay_top_count: "buf_2"
post-route-worst-setup-slack_ns: -0.185
port_buffers: 21
n_clock_buffer: 0
violations: "setup timing"
cp.required_ns: 1.28
rsz0062_at_grt: "true"
yosysWarnings: 2
fin_crit_ns: 1.78
layout_top_cells: "13 x buf_2, 8 x buf_4, 8 x buf_6"
syn_avg_cell_area_um2: 6.17
layout.cells.non_filler: 114
crit_path_cell_trace: "buf_6 -> or4_4 -> a21o_1 -> buf_6 -> a21oi_2 -> buf_2"
gp_congestion: 0.817
core-area_mm2: 0.00342
drc: 0
finalMaxSlewViolations: 0
cp_top_family: "simple AND/OR/NAND/NOR gates"
grt_util_met2: 0.0482
placedCellCount: 108
grt_pass1_wl_um: 1730
ys_types: 21
n_fill_cell: 386
seq_area_um2: 0
hold_path.class: "input pin to output pin"
timing.fmax_mhz: 560
dr.pass1.iters: 2
slowest_stage: "or4_4"
vias: 375
max_stage_delay_ns: 0.56
arrival_ns: 1.46
die_w_um: 80
die_area_mm2: 0.00640
maxCapViolations: 0
warnings: 32
grt_usage: 0.0317
syn_area_um2: 259
p_per_area_mw_per_mm2: 190
drive_gt1_frac: 0.662
yosys_cells: 42
viasPerCell: 3.29
flops: 0
first_iter_violations: 25
post_drt_wl_per_cell_um: 9.82
critical_path_class: "input pin to output pin"
grt_max_degree: 9
period_used_share: 1.12
core.rowCount: 21
peakVddDrop_v: 0.0000351
ios: 26
crit_cells: 6
crit_buf_inv: 3
status: "finished with violations"
[per-stage QoR]
stage | area [um^2] | hold slack (ns)
CTS | 573 | 0.994
finish | 591 | 0.994
floorplan | 263 | 0.721
global placement | 523 | 1.70
detailed placement | 523 | 1.71
global route | 591 | 1.01
[path summary, 6_finish.rpt]
path	slack, ns	from	end
setup / recovery	-0.18	ADDR[6]	Q[4]
hold / removal	0.99	ADDR[7]	Q[1]
[area by class of cell]
cell class         instances  share of cell area
multi-input cells         34               0.460
repair buffers            34               0.443
well taps                 46              0.0975
[cell families after synthesis]
group,synth area share
simple gates,0.362
compound gates,0.324
other cells,0.0145
buf+inv,0.232
xor+xnor,0.0676
[synth_stat cells (all sizes together)]
cell type | number | area share
a21o | 1 | 0.029
nor2b | 2 | 0.048
nand2 | 1 | 0.014
a21oi | 7 | 0.15
nor4bb | 1 | 0.039
a211o | 1 | 0.034
nor2 | 6 | 0.087
o21bai | 2 | 0.058
conb | 1 | 0.014
xnor2 | 2 | 0.068
or3 | 1 | 0.024
or2 | 1 | 0.024
a2bb2oi | 1 | 0.034
or4 | 1 | 0.043
nor3 | 3 | 0.058
o21ai | 1 | 0.019
and3 | 1 | 0.024
buf | 6 | 0.19
clkbuf | 3 | 0.043
[tightest hold or removal path, cell delays in order]
cell and delay (ns):
buf_6 0.07, or4_4 0.14, nor3_2 0.05, buf_2 0.10
[where the power goes]
group / leakage, nW / internal (W) / switching [W]
clock network: 0 / 0 / 0
registers: 0 / 0 / 0
logic: 0.278 / 0.0000629 / 0.0000491
total: 0.278 / 0.0000629 / 0.0000491
[timing repair]
action / in CTS / in global routing
endpoints found under the setup margin: 14 / 10
hold buffers: 0 / 0
pin swaps: 14 / 6
gates resized: 81 / 5
endpoints found under the hold margin: 0 / 0
buffers inserted: 6 / 0
[routing by layer]
metal  wire length [um]  vias to the layer above  share of wire
li1                   -                      192              -
met1                532                      166           0.48
met2                453                       17           0.40
met3                134                        0           0.12
met4                  0                        0              0
met5                  0                        -              0
Power figures rest on the tool's default switching activity, not on a simulated workload.
