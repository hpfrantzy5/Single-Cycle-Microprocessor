==> design/flow/design.v <==
module lab5iram1A
(
  input         CLK,
  input         RESET,
  input  [ 7:0] ADDR,
  output [15:0] Q
);
  reg  [15:0] mem [0:127];  
  wire [ 6:0] SADDR;
  integer     i;
  assign SADDR = ADDR[7:1];
  assign Q     = mem[SADDR];
  always @ ( posedge CLK )
  begin
    if ( RESET ) begin
         mem[0]  <= 16'b1111000000000001;  
         mem[1]  <= 16'b0101000101111111;  
         mem[2]  <= 16'b0010101001111001;  
         mem[3]  <= 16'b0010101010111010;  
         mem[4]  <= 16'b1111000001011001;  
         mem[5]  <= 16'b0101011011111111;  
         mem[6]  <= 16'b1111000010100001;  
         mem[7]  <= 16'b0101100100111111;  
         mem[8]  <= 16'b0000000000000000;  
         mem[9]  <= 16'b1111001100101101;  
         mem[10] <= 16'b1111011010110101;  
         mem[11] <= 16'b1111101110111110;  
         mem[12] <= 16'b0101000101000100;  
         mem[13] <= 16'b0100101111110110;  
         mem[14] <= 16'b0110111101000001;  
         mem[15] <= 16'b1111000101110000;  
         mem[16] <= 16'b1111111000111011;  
         mem[17] <= 16'b0110111101000001;  
         mem[18] <= 16'b1111110101110000;  
         mem[19] <= 16'b1111111000111011;  
         mem[20] <= 16'b0110111101000001;  
         mem[21] <= 16'b1111110101110000;  
         mem[22] <= 16'b1111111000111011;  
         mem[23] <= 16'b0110111101000001;  
         mem[24] <= 16'b1111110101110000;  
         mem[25] <= 16'b1111111000111011;  
         mem[26] <= 16'b0110111101000001;  
         mem[27] <= 16'b1111110101110000;  
         mem[28] <= 16'b1111111000111011;  
         mem[29] <= 16'b0110111101000001;  
         mem[30] <= 16'b1111110101110000;  
         mem[31] <= 16'b1111111000111011;  
         mem[32] <= 16'b0110111101000001;  
         mem[33] <= 16'b1111110101110000;  
         mem[34] <= 16'b1111111000111011;  
         mem[35] <= 16'b0110111101000001;  
         mem[36] <= 16'b1111110101110000;  
         mem[37] <= 16'b0100000110111111;  
         mem[38] <= 16'b0101000101111000;  
         mem[39] <= 16'b0101000001001000;  
         mem[40] <= 16'b1111001110100001;  
         mem[41] <= 16'b0100101100000110;  
         for(i = 42; i < 128; i = i + 1)
            mem[i] <= 16'b1111000000000111;
      end
  end
endmodule
==> design/flow/run.sh <==
#!/bin/bash
# OpenROAD 26Q1-2900-gdf79404cd8, Yosys 0.63+post, stock flow scripts
make -C /OpenROAD-flow-scripts/flow DESIGN_CONFIG=/design/flow/config.mk WORK_HOME=/design/flow/orfs finish
==> design/flow/config.mk <==
export PLATFORM = sky130hd
export DESIGN_NAME = lab5iram1A
export DESIGN_NICKNAME = lab5iram1A
export VERILOG_FILES = /design/flow/design.v
export SDC_FILE = /design/flow/constraint.sdc
export NUM_CORES = 4
export LEC_CHECK = 1
export CORE_AREA = 10 10 73 73
export DIE_AREA = 0 0 83 83
==> design/flow/constraint.sdc <==
current_design lab5iram1A

set clk_period 3.1
set clk_io_pct 0.2

create_clock -name clk0 -period $clk_period [get_ports {CLK}]

set non_clock_inputs [all_inputs -no_clocks]
set_input_delay [expr $clk_period * $clk_io_pct] -clock clk0 $non_clock_inputs
set_output_delay [expr $clk_period * $clk_io_pct] -clock clk0 [all_outputs]
==> impl_metrics.ini <==
; physical design summary
[worst_setup_path]
path_class = in2out
crit_slowest_cell = a221o_1
cp-start-kind = input port
required_ns = 2.48
worstPathCellList = dlygate4sd2_1 -> or3b_4 -> a21oi_2 -> a21oi_1 -> a221o_1 -> and2_4 -> buf_4 -> o211ai_2 -> clkbuf_2
path_max_fanout = 4
path_buffers = 3
worst_path_dominant_cell_family = AND-OR/OR-AND gates
slowest_delay_ns = 0.44
critPathCaptureType = output port
arrival_ns = 2.38

[power_and_ir_drop]
irDropWorstVdd_mv = 0.0660
p_leak_nw = 0.699
power.density_nw_per_um2 = 139
switching_share_pct = 49.2
p_switching_mw = 0.112
clkPwrFrac_pct = 0
sequentialPowerShare_pct = 0
p_comb_share_pct = 100.0
power.internal_mw = 0.116

[yosys]
yosys_area_um2 = 992
synth_cells = 177
post_synth_instance_area_um2 = 992
ys_warn_count = 2
yosysUniqueCellTypes = 44
ys_cells = 177
ys_seq_share_pct = 0
avgSynthCellArea_um2 = 5.61

[final_layout]
mostFrequentLayoutCell = buf_4
layout-drive-gt1-share_pct = 34.2
most-common-layout-cells = buf_4, a21oi_1, nand2_1
stdcell_count = 285
regArea_um2 = 0
n_fill_cell = 397
ff_count = 0
layout.area.comb_um2 = 953
area_growth_pct = 66.2
clkbuf_count = 0

[sta]
finalSetupViolations = 0
fin_crit_ns = 3.00
hold_viol_final = 0
post-route-period-util_pct = 96.8
whs_ns = 1.99
fmax_ghz = 0.333
fin_tns_setup_ns = 0
relSlewSlack_pct = 74.8
max_slew.worst_pin.slew_ns = 0.376
rsz0062_at_grt = no
slew_violations = 0

[placed_design]
place.gp.congestion = 0.979
place_inst = 280
io_buffers = 23
dpl.hpwl_mm = 3.18

[global_routing]
grt_pass1_vias = 1415
grt_overflow_total = 0
grt_pass1_wl_mm = 6.95
antenna_found_initial = 0
grt_max_degree = 31
track_usage_pct = 11.3

[floorplanning]
die_w_um = 83
core_region_area_um2 = 3740
row_count = 22
die_y_um = 83
ios = 26
dieArea_um2 = 6890
fp_util_pct = 26.5

[min_path]
worst_hold_path.endpoint = Q[12]
holdPathStages = 6
hold_path_class = in2out
min_from = ADDR[7]

[drt]
firstDrtPassIters = 5
via_per_inst = 5.55
diodes = 0
dr.first_iter.drc_count = 248
wl_mm = 4.25
final_antenna_net_count = 0
drc = 0
wl_per_cell_um = 14.9
vias = 1582

[run]
cap_violations = 0
openroad.warnings = 30

[status]
status = finished, final reports clean

[clock_tree]
ctsHoldBuffers = 0
-- power by group through the flow --
stage / clock [mW] / combinational (mW) / sequential (mW)
after CTS: 0 / 0.222 / 0
after global routing: 0 / 0.250 / 0
final: 0 / 0.229 / 0
-- metal layers --
layer,vias up,share of wire (%),GRT usage (%)
met5,-,0,0
met3,4,10,2.85
met1,704,45,15.9
li1,776,-,-
met4,0,0.61,0.615
met2,98,44,17.5
-- cell usage after synthesis, types with 3 or more instances --
| cell type | number | area (um^2) |
|---|---|---|
| a21oi_1 | 24 | 120 |
| a221oi_1 | 3 | 26.3 |
| a22oi_1 | 3 | 22.5 |
| a31oi_1 | 5 | 31.3 |
| buf_2 | 7 | 35.0 |
| clkbuf_1 | 8 | 30.0 |
| nand2_1 | 20 | 75.1 |
| nand2b_1 | 8 | 50.1 |
| nand3_1 | 4 | 20.0 |
| nor2_1 | 19 | 71.3 |
| nor2b_1 | 7 | 43.8 |
| nor3_1 | 5 | 25.0 |
| o211ai_1 | 4 | 30.0 |
| o21ai_0 | 23 | 115 |
| o21ai_1 | 3 | 15.0 |
| xnor2_1 | 3 | 26.3 |
-- logic make-up after synthesis --
logic type	share of synthesized area, %
buf+inv	9.58
xor+xnor	2.65
simple gates	40.6
compound gates	47.2
-- worst max-delay path by stage --
stage / from / endpoint / slack, ns / cells past startpoint
after CTS: ADDR[5] / Q[12] / 0.02 / 9
after global routing: ADDR[3] / Q[3] / 0.01 / 10
final: ADDR[5] / Q[12] / 0.1 / 9
-- timing repair --
item / CTS / global route
resized: 45 / 8
setup endpoints to repair: 15 / 4
setup buffers: 2 / 1
cloned: 2 / 0
pin swaps: 7 / 6
-- area by class of cell --
cell class	instances	share of cell area (%)
tap	48	3.64
inverter	2	0.455
multi-input combinational	157	57.8
timing repair buffer	78	38.1
-- stage by stage --
| step | power (mW) | worst slack (ns) | cell area [um^2] | utilization [%] |
|---|---|---|---|---|
| 6_report | 0.229 | 0.0979 | 1650 | 44.1 |
| 4_1_cts | 0.222 | 0.0201 | 1640 | 43.8 |
| 3_5_place_dp | 0.221 | -0.401 | 1570 | 41.9 |
| 2_1_floorplan | 0.109 | 0.674 | 992 | - |
| 3_3_place_gp | 0.222 | -0.415 | 1570 | 41.9 |
| 5_1_grt | 0.250 | 0.0143 | 1650 | 44.1 |
Power and IR drop assume default switching activity.
